<file path="flow/config.mk">
export PLATFORM = sky130hd
export DESIGN_NAME = baud_gen
export DESIGN_NICKNAME = baud_gen
export VERILOG_FILES = /design/flow/design.v
export SDC_FILE = /design/flow/constraint.sdc
export NUM_CORES = 4
export LEC_CHECK = 1
export CORE_AREA = 10 10 104 104
export DIE_AREA = 0 0 114 114
</file>
<file path="flow/constraint.sdc">
current_design baud_gen

set clk_period 7.4
set clk_io_pct 0.2

create_clock -name clk0 -period $clk_period [get_ports {clk}]

set non_clock_inputs [all_inputs -no_clocks]
set_input_delay [expr $clk_period * $clk_io_pct] -clock clk0 $non_clock_inputs
set_output_delay [expr $clk_period * $clk_io_pct] -clock clk0 [all_outputs]
</file>
<file path="flow/design.v">
module baud_gen(
    input wire clk,
    input wire reset,
    output reg baud_tick
);
    parameter CLK_FREQ = 100_000;  
    parameter BAUD_RATE = 9600;
    localparam integer BAUD_MAX = CLK_FREQ / BAUD_RATE;
    reg [31:0] cnt = 0;
    always @(posedge clk or posedge reset) begin
        if (reset) begin
            cnt <= 0;
            baud_tick <= 0;
        end else begin
            if (cnt == BAUD_MAX/2) begin
                baud_tick <= 1;
                cnt <= 0;
            end else begin
                baud_tick <= 0;
                cnt <= cnt + 1;
            end
        end
    end
endmodule
</file>
<file path="flow/run.sh">
#!/bin/bash
# OpenROAD 26Q1-2900-gdf79404cd8, Yosys 0.63+post, stock flow scripts
make -C /OpenROAD-flow-scripts/flow DESIGN_CONFIG=/design/flow/config.mk WORK_HOME=/design/flow/orfs finish
</file>
==> impl_metrics.env <==
# implementation run metrics
export IMPL_status="complete, no violations"
export IMPL_cpMaxStageDelayCell="clkdlybuf4s50_1"
export IMPL_clk_pin_slew_ns=0.06
export IMPL_core_region_area_sq_mm=0.00868
export IMPL_cts_hold_buf=0
export IMPL_rsz0062_at_grt="no"
export IMPL_wl_per_cell_um=10.4
export IMPL_fin_crit_sh=0.342
export IMPL_die_w_um=114
export IMPL_hold_viol=0
export IMPL_area_delta_synth_final_pct=15.3
export IMPL_ys_cells=144
export IMPL_topCombFamilyByArea="simple AND/OR/NAND/NOR gates"
export IMPL_start_kind="register"
export IMPL_finalSetupViolCount=0
export IMPL_cts_tree="done"
export IMPL_synthFlopType="dfrtp_1"
export IMPL_drive_above_1_share=0.0596
export IMPL_yosys_area_top_type="dfrtp_1"
export IMPL_via_count=1045
export IMPL_synthTopCellsByArea="dfrtp_1 (54%), xnor2_1 (11%), xor2_1 (5.7%), nand3_1 (4.2%), nand4_1 (4.1%)"
export IMPL_routed_top_layer="met4"
export IMPL_nFillCells=936
export IMPL_ctsHtreeMaxLevel=2
export IMPL_cts_root_buf="clkbuf_8"
export IMPL_hold_class="register to register"
export IMPL_critPathMaxStageDelay_ns=0.46
export IMPL_wl_um=2700
export IMPL_critical_path_required_ns=5.92
export IMPL_path_buffers=1
export IMPL_arrival_ns=1.05
export IMPL_yosysMostFrequentCell="dfrtp_1"
export IMPL_skew_ns=0.00252
export IMPL_drc=0
export IMPL_drt_iter0_markers=77
export IMPL_firstDrtPassIters=4
export IMPL_grt_ovfl_total=0
export IMPL_yosysWarnings=1
export IMPL_initial_core_util=0.178
export IMPL_cts_buffers=5
export IMPL_worst_slew_pin_slew_ns=0.879
export IMPL_crit_chain="clkdlybuf4s50_1"
export IMPL_synthDistinctLibCells=20
export IMPL_io_pins=3
export IMPL_endpoint_kind="primary output"
export IMPL_seq_area_sq_um=826
export IMPL_n_antenna_cell=0
export IMPL_slew_headroom=0.409
export IMPL_rows=34
export IMPL_mux_share=0
export IMPL_syn_avg_cell_area_sq_um=10.7
export IMPL_cts_buffer_depth=2
export IMPL_top_cells_by_count="dfrtp_1 (33), xnor2_1 (20), nand3_1 (13)"
export IMPL_ys_area_sq_mm=0.00154
export IMPL_drv_cap=0
export IMPL_cts_sinks=33
export IMPL_antenna_found_initial=0
export IMPL_aoi_share=0
export IMPL_grt_usage=0.0437
export IMPL_grt_max_degree=34
export IMPL_dp_cells=252
export IMPL_postCtsSetupBuffers=0
export IMPL_synthCells=144
export IMPL_ys_sh_simple=0.257
export IMPL_crit_family="buffers and inverters"
export IMPL_powerDensity_mw_per_mm2=179
export IMPL_avgViaCountPerCell=4.03
export IMPL_cp_max_fo=1
export IMPL_synthesis_area_sq_mm=0.00154
export IMPL_critPathKind="register to primary output"
export IMPL_final_antenna_net_count=0
export IMPL_max_vdd_ir_drop_v=0.0000520
export IMPL_min_period_ns=2.53
export IMPL_dp_hpwl_um=1800
export IMPL_ctsResizeCount=0
export IMPL_r2r_setup_slack_ns=5.25
export IMPL_route_met3_wl_um=98
export IMPL_ys_sh_xor=0.170
export IMPL_top_area_frac=0.536
export IMPL_ys_seq_frac=0.536
export IMPL_async_flop_share=1.00
export IMPL_max_freq_mhz=395
export IMPL_power_leakage_uw=0.000757
export IMPL_multiInputGateArea_sq_um=684
export IMPL_synth_adder_area_share=0.0162
export IMPL_synth_seq_cells=33
export IMPL_maxSlewViolCount=0
export IMPL_met1_length_um=1340
export IMPL_clk_latency_ns=0.28
export IMPL_grt_pass1_vias=1008
export IMPL_totalNegativeSetupSlack_ns=0
export IMPL_wl_met2_um=1230
export IMPL_die_area_sq_mm=0.0130
export IMPL_edf_count=0
export IMPL_die_y_um=114
export IMPL_warning_count=26
export IMPL_finalNonFillerCells=259
export IMPL_grt_pass1_wl_um=4900
export IMPL_routabilityCongestion=0.749
export IMPL_numPortBuffers=2
placed cells by master, fill, tap and decap left out, types with 3 or more instances in the layout:
master	Yosys	routed
and3_1	5	5
dfrtp_1	33	33
nor2_1	10	10
inv_1	5	5
xor2_1	10	10
nand3_1	13	13
clkbuf_8	0	6
nand4_1	10	10
and4_1	3	3
nor4_1	9	9
xnor2_1	20	20
nand2_1	9	9
nor3_1	5	5
per-stage QoR:
stage	hold slack, ns	setup WS, ns	area [sq um]	utilization	total power, uW
after floorplan	0.447	5.20	1540	-	186
after global placement	0.461	5.16	1690	0.195	188
after detailed placement	0.464	5.16	1690	0.195	188
after CTS	0.477	4.84	1780	0.205	323
after global routing	0.508	4.81	1780	0.205	332
final	0.471	4.87	1780	0.205	318
area by class of cell:
cell class / instances / area share
sequential: 33 / 0.464
multi-input combinational: 103 / 0.385
tap: 108 / 0.0760
clock buffer: 7 / 0.0486
timing repair buffer: 3 / 0.0155
inverter: 5 / 0.0106
final timing paths:
path                              to  depth (start not counted)      start
max                        baud_tick                          1  baud_tick
min                          cnt[31]                          1    cnt[31]
max reg2reg                  cnt[30]                          5     cnt[0]
min reg2reg                  cnt[31]                          1    cnt[31]
max in group asynchronous    cnt[11]                          3      reset
min in group asynchronous    cnt[26]                          3      reset
report_power, final:
| group | switching (uW) | internal [uW] | total, uW |
|---|---|---|---|
| combinational | 3.44 | 0.845 | 4.28 |
| sequential | 0 | 180 | 180 |
| clock | 59.5 | 73.7 | 133 |
| total | 63.0 | 255 | 318 |
layer usage:
metal | vias up | GRT usage
li1 | 525 | -
met1 | 506 | 0.0638
met2 | 12 | 0.0615
met3 | 2 | 0.0154
met4 | 0 | 0.00835
met5 | - | 0
kinds of logic (layout without fill, tap and decap cells):
group                    Yosys count  after routing
buffers and inverters              8             15
XOR/XNOR                          30             30
flip-flops                        33             33
adder cells (fa/ha/maj)            2              2
AND/OR/NAND/NOR                   71             71
state kept, by name, indices dropped and copies added (netlist names):
name	cells
cnt	32
baud_tick	1
Power is estimated from default activity; no workload was simulated.
