### flow/config.mk
export PLATFORM = sky130hd
export DESIGN_NAME = uart_tx
export DESIGN_NICKNAME = uart_tx
export VERILOG_FILES = /design/flow/design.v
export SDC_FILE = /design/flow/constraint.sdc
export NUM_CORES = 4
export LEC_CHECK = 1
export CORE_AREA = 10 10 98 98
export DIE_AREA = 0 0 108 108
### flow/design.v
`timescale 1ns/1ps
module uart_tx (
    input  wire       clk,
    input  wire       reset,
    input  wire [7:0] data_in,
    input  wire       send,
    input  wire       baud_tick,
    output reg        tx,
    output reg        busy
);
    localparam IDLE  = 2'd0,
               START = 2'd1,
               DATA  = 2'd2,
               STOP  = 2'd3;
    reg [1:0] state     = IDLE;
    reg [3:0] bit_cnt   = 0;
    reg [7:0] shift_reg = 0;
    always @(posedge clk or posedge reset) begin
        if (reset) begin
            state     <= IDLE;
            tx        <= 1'b1;    
            busy      <= 1'b0;
            bit_cnt   <= 4'd0;
            shift_reg <= 8'd0;
        end else begin
            if (state == IDLE) begin
                busy <= 1'b0;
                if (send) begin
                    shift_reg <= data_in;
                    bit_cnt   <= 4'd0;
                    state     <= START;
                    busy      <= 1'b1;
                end
            end
            else if (baud_tick) begin
                case (state)
                    START: begin
                        tx    <= 1'b0;     
                        state <= DATA;
                    end
                    DATA: begin
                        tx         <= shift_reg[0];      
                        shift_reg  <= shift_reg >> 1;
                        bit_cnt    <= bit_cnt + 1;
                        if (bit_cnt == 4'd7)
                            state <= STOP;
                    end
                    STOP: begin
                        tx    <= 1'b1;     
                        state <= IDLE;
                    end
                    default: state <= IDLE;
                endcase
            end
        end
    end
endmodule
### flow/constraint.sdc
current_design uart_tx

set clk_period 3.1
set clk_io_pct 0.2

create_clock -name clk0 -period $clk_period [get_ports {clk}]

set non_clock_inputs [all_inputs -no_clocks]
set_input_delay [expr $clk_period * $clk_io_pct] -clock clk0 $non_clock_inputs
set_output_delay [expr $clk_period * $clk_io_pct] -clock clk0 [all_outputs]
### flow/run.sh
#!/bin/bash
# OpenROAD 26Q1-2900-gdf79404cd8, Yosys 0.63+post, stock flow scripts
make -C /OpenROAD-flow-scripts/flow DESIGN_CONFIG=/design/flow/config.mk WORK_HOME=/design/flow/orfs finish
==> impl_metrics.toml <==
# yosys + openroad results
[run_status]
status = "completed"

[global_routing]
grt_max_degree = 20
grt_pass1_vias = 626
grt_use_total_pct = 3.17
grt_pass1_wl_microns = 2970
antenna_found_initial = 0
overflow = 0

[yosys]
simple_gate_share_pct = 8.80
synth_cell_types = 26
yosysTopAreaCell = "dfrtp_1"
postSynthSeqShare_pct = 44.8
top_cell_area_share_pct = 41.9
synth_area_sq_um = 896
yosys_cells = 74
xor_area_share_pct = 1.96
synth-seq-cells = 16
adder_share_pct = 5.59
synthCells = 74
logic_family = "multiplexers"
ys_sh_mux_pct = 22.9
topCellsByArea = "dfrtp_1 42%, mux2_4 12%, mux2_2 10%, ha_1 5.6%, dfstp_2 2.9%"
syn_avg_cell_area_sq_um = 12.1
yosys.area_share.aoi_pct = 9.64
ys_area_sq_um = 896
synth_warnings = 1

[layout]
largest_reg_flops = 8
fin_cells = 190
seqCellArea_sq_um = 402
lay_top_count = "dfrtp_1"
drive_above_1_share_pct = 23.9
final_cell_mix = "15 x dfrtp_1, 13 x clkdlybuf4s50_1, 8 x mux2_2"
combGateArea_sq_um = 438
area_delta_synth_final_pct = 30.7
fill_cells = 832

[clocking]
cts_tree = "yes"
clk_latency_ns = 0.25
cts_hold_buf = 0
htree_levels = 1
clk_pin_slew_worst_paths_ns = 0.07
cts_buffers = 3
cts_setup_buffers = 0
clkSinkCount = 16
ctsLongestPathBuffers = 2
cts_resized = 0
root_buffer = "clkbuf_8"

[floorplan]
io_pins = 14
die_height_microns = 108
fp_util_pct = 11.7
placementRows = 32
die_area_sq_mm = 0.0117
fp.dieW_microns = 108
core_sq_mm = 0.00765

[power]
peakVddDrop_uv = 229
leakage_nw = 0.490
power_mw = 1.05
power.density_mw_per_mm2 = 893

[critical_path]
max_stage_delay_ns = 0.60
rr_worst_depth = 5
critical_path_arrival_ns = 2.26
crit_path_max_fanout = 19
r2r_start = "state[0]$_DFFE_PP0P_"
slowest_stage = "ha_1"
path_cells = "inv_1, ha_1, nand2_1, o21a_1, mux2_4"
cpLargestDelayFamily = "adder cells"
r2r_end = "shift_reg[4]$_DFFE_PP0P_"
path_class = "reg -> reg"
worstPathRequired_ns = 3.23
crit_buf_inv = 1
r2r_slack_ns = 0.97
end_kind = "register"
start_kind = "register"
critPathLaunch = "state[0]$_DFFE_PP0P_"

[hold_path]
hp-class = "reg -> reg"
min-delay-start = "tx$_DFFE_PP1P_"
worstHoldEndpoint = "tx$_DFFE_PP1P_"
min_delay_path_depth = 2

[routing]
drt_pass1_iterations = 4
vias_per_cell = 3.03
antenna-diode-count = 0
drtAntennaViolNets = 0
dr_total_vias = 575
dr.first_iter.drc_count = 29
drc = 0
wl_per_cell_microns = 9.47
wirelength_microns = 1800

[sta]
period_minus_slack_ns = 2.13
rsz0062_at_grt = "false"
fin_setup_tns_ns = 0
setup_violations = 0
slew_headroom_pct = 56.0
finalCritPeriodShare_pct = 68.6
layout_setup_ws_ns = 0.972
max_freq_ghz = 0.470
clock_skew_ns = 0.00645
finalHoldViolations = 0
tightest_slew_ns = 0.660
slew_violations = 0

[place]
routabilityCongestion = 0.738
post-place-ws_ns = 0.921
post-dp-hpwl_microns = 1380
dp.cells = 186
io_buffers = 13

[flow_run]
warning_count = 27
cap_violations = 0
==> cell usage after synthesis (all sizes together) <==
cell	number
buf	3
o21a	2
nand3b	1
xor2	2
ha	4
a22oi	1
nand2b	1
dfstp	1
a31oi	1
dfrtp	15
nand2	7
mux2i	1
nor2b	1
a32oi	1
or4	1
a21oi	1
a32o	1
o21ai	5
nand3	3
a2bb2oi	1
mux2	15
and2b	1
inv	5
==> logic make-up after synthesis <==
kind of cell,after synthesis
multiplexers,16
flip-flops,16
AND/OR/NAND/NOR,15
AND-OR/OR-AND,13
buffers and inverters,8
adder cells (fa/ha/maj),4
XOR/XNOR,2
==> layout make-up <==
cell class              instances  share of cell area (%)
multi-input cells              50                    37.4
well taps                     102                    10.9
repair buffers                 13                    11.1
flip-flops and latches         16                    34.3
inverters                       5                    1.60
clock buffers                   4                    4.70
==> worst reg2reg max path, delay by kind of cell (launching register included) <==
family | cells | cell delay (ns)
flip-flops | 1 | 0.40
multiplexers | 1 | 0.36
AND-OR/OR-AND | 1 | 0.32
AND/OR/NAND/NOR | 1 | 0.21
buffers and inverters | 1 | 0.12
adder cells (fa/ha/maj) | 1 | 0.60
==> metrics by stage <==
step | area [sq um] | util [%] | hold slack (ns)
2_1_floorplan | 896 | - | 0.448
3_3_place_gp | 1120 | 14.6 | 0.466
3_5_place_dp | 1120 | 14.6 | 0.475
4_1_cts | 1170 | 15.3 | 0.484
5_1_grt | 1170 | 15.3 | 0.523
6_report | 1170 | 15.3 | 0.484
==> worst max path at each step <==
stage,endpoint,cells after the start
after CTS,shift_reg[4]$_DFFE_PP0P_,4
after global routing,shift_reg[4]$_DFFE_PP0P_,5
final,shift_reg[4]$_DFFE_PP0P_,5
==> routing by layer <==
layer  track usage, %  wire (microns)  up-vias
met5                0               0        -
met4            0.286              10        0
met3             1.45             111        2
met2             5.13             825       11
met1             3.95             852      275
li1                 -               -      287
==> power by group <==
group | internal, mW | leakage [nW] | switching, mW
clock network | 0.113 | 0.0288 | 0.0723
logic | 0.293 | 0.266 | 0.199
registers | 0.307 | 0.195 | 0.0622
total | 0.713 | 0.490 | 0.333
Power and IR drop assume default switching activity.
