==> flow/design.v <==
module uart_rx(
    input  wire       clk,
    input  wire       reset,
    input  wire       rx,
    input  wire       baud_tick,
    output reg [7:0]  data_out,
    output reg        ready
);
    reg [3:0]  bit_cnt   = 0;
    reg [7:0]  rx_shift  = 0;
    reg        rx_busy   = 0;
    always @(posedge clk or posedge reset) begin
        if (reset) begin
            bit_cnt   <= 0;
            rx_shift  <= 0;
            rx_busy   <= 0;
            data_out  <= 0;
            ready     <= 0;
        end else if (baud_tick) begin
            ready <= 0;
            if (!rx_busy) begin
                if (rx == 0) begin     
                    rx_busy  <= 1;
                    bit_cnt  <= 0;
                end
            end else begin
                bit_cnt   <= bit_cnt + 1;
                rx_shift  <= {rx, rx_shift[7:1]};   
                if (bit_cnt == 8) begin              
                    data_out <= rx_shift;
                    ready    <= 1;
                    rx_busy  <= 0;
                end
            end
        end
    end
endmodule
==> flow/run.sh <==
#!/bin/bash
# OpenROAD 26Q1-2900-gdf79404cd8, Yosys 0.63+post, stock flow scripts
make -C /OpenROAD-flow-scripts/flow DESIGN_CONFIG=/design/flow/config.mk WORK_HOME=/design/flow/orfs finish
==> flow/config.mk <==
export PLATFORM = sky130hd
export DESIGN_NAME = uart_rx
export DESIGN_NICKNAME = uart_rx
export VERILOG_FILES = /design/flow/design.v
export SDC_FILE = /design/flow/constraint.sdc
export NUM_CORES = 4
export LEC_CHECK = 1
export CORE_AREA = 10 10 85 85
export DIE_AREA = 0 0 95 95
==> flow/constraint.sdc <==
current_design uart_rx

set clk_period 2.0
set clk_io_pct 0.2

create_clock -name clk0 -period $clk_period [get_ports {clk}]

set non_clock_inputs [all_inputs -no_clocks]
set_input_delay [expr $clk_period * $clk_io_pct] -clock clk0 $non_clock_inputs
set_output_delay [expr $clk_period * $clk_io_pct] -clock clk0 [all_outputs]
==> flow_summary.json <==
{
  "crit_fanout": 4,
  "worst_pin_slew_ns": 0.443,
  "cp_data_arrival_time_ns": 1.81,
  "ys_ff": 22,
  "synthCells": 66,
  "area_leaders": "dfrtp_1 (59%), mux2_4 (13%), mux2_2 (8.5%)",
  "yosysUniqueCellTypes": 20,
  "ir_drop_mv": 0.439,
  "register_area_um2": 551,
  "via_per_inst": 3.24,
  "cts_inserted_buffers": 3,
  "h-tree-depth": 1,
  "antennaDiodeCount": 0,
  "ys.warnings.count": 1,
  "die_area_um2": 9030,
  "gr-usage-met3_pct": 1.92,
  "maxCapViolations": 0,
  "cts_tree": "done",
  "setup_viol": 0,
  "max_freq_ghz": 0.601,
  "start_kind": "input pin",
  "vias": 509,
  "postCtsSetupBuffers": 0,
  "std_cell_rows": 27,
  "fin_util_pct": 22.5,
  "cp-end-kind": "register",
  "gr-total-overflow": 0,
  "ys_seq_share_pct": 59.5,
  "cts.path.max_buffers": 2,
  "power_per_cell_area_nw_per_um2": 1430,
  "finalMaxSlewViolations": 0,
  "cts.sinks": 22,
  "fp-utilization_pct": 16.9,
  "cts-root-buf": "clkbuf_8",
  "most-common-layout-cells": "dfrtp_1 (22), clkdlybuf4s50_1 (12), mux2_4 (8)",
  "grt_pass1_wl_mm": 2.75,
  "die_w_um": 95,
  "r2r_setup_slack_ns": 0.39,
  "cts-resized-gates": 0,
  "synth_area_um2": 926,
  "outcome": "completed",
  "clk_pin_slew_worst_paths_ns": 0.08,
  "p_leak_nw": 0.569,
  "grtUsageMet1_pct": 5.80,
  "io_pins": 13,
  "die_h_um": 95,
  "synth_chip_area_um2": 926,
  "logic_area_um2": 338,
  "core-area_um2": 5470,
  "ys_cells": 66,
  "tns_ns": 0,
  "relSlewSlack_pct": 70.2,
  "period_needed_ns": 1.67,
  "dpl.hpwl_mm": 1.20,
  "use_met2_pct": 4.69,
  "netlist.area_leader.share_pct": 59.5,
  "gp_congestion": 0.701,
  "initialDrtViolationCount": 20,
  "wire_per_inst_um": 9.89,
  "routed_wl_mm": 1.55,
  "criticalPathCategory": "input pin to register",
  "cp.required_ns": 2.14,
  "grt-busiest-layer": "met1",
  "worstHoldPathType": "input pin to async pin",
  "grt_max_degree": 23,
  "track_usage_pct": 3.75,
  "antenna_found_initial": 0,
  "synth_area_per_cell_um2": 14.0,
  "ant_nets": 0,
  "fillers": 581,
  "worstSkewPairLatency_ns": 0.26,
  "hold_buffers": 0,
  "hold_viol_final": 0,
  "lay_top_count": "dfrtp_1",
  "warnings": 26,
  "grt_pass1_vias": 567,
  "dr.pass1.iters": 3,
  "top_area_cell": "dfrtp_1",
  "skew_ns": 0.00680,
  "rsz0062_at_grt": "no",
  "drive_gt1_share_pct": 28.2,
  "route.detailed.drc": 0,
  "port_buffers": 12,
  "finalClockPeriodUsage_pct": 83.3,
  "area_delta_synth_final_pct": 32.8
}
## stage by stage
step                      power (mW)  std cells  instance area, µm²  setup slack, ns  hold slack (ns)
after CTS                       1.78        157                1230            0.326            0.490
after global placement          1.34        153                1160           0.0712            0.488
after global routing            1.88        157                1230            0.268            0.526
after floorplan                 1.11         66                 926            0.501            0.389
after detailed placement        1.38        153                1160           0.0484            0.497
final                           1.76        157                1230            0.335            0.476
## cell type report
cell class	instances	share of cell area (%)
tap	72	7.32
sequential	22	44.8
multi-input combinational	36	27.5
clock buffer	3	3.36
inverter	6	1.83
clock inverter	1	2.44
timing repair buffer	17	12.8
## flip-flops by register name, summed over array words and instances, names as in the netlist
signal    cells
data_out      8
bit_cnt       4
ready         1
rx_busy       1
rx_shift      8
## metal layers
layer | vias to the layer above | wire (µm)
li1 | 266 | -
met3 | 0 | 163
met2 | 13 | 599
met1 | 230 | 788
met5 | - | 0
met4 | 0 | 0
## cells in the mapped netlist (all sizes together)
cell type,instances
nor3,1
a211o,1
inv,6
nand3b,1
clkbuf,1
and3,1
a22o,1
o21ai,4
mux2,15
nand2,3
dfrtp,22
buf,1
ha,2
a21o,2
a32o,1
nor2,1
and2,1
or3,1
nand3,1
## cells by family (layout without fill, tap and decap cells)
group | count (synthesis) | in the layout | share of synthesized area [%]
buf+inv | 8 | 27 | 4.05
simple gates | 10 | 10 | 5.54
compound gates | 9 | 9 | 6.76
fa+ha+maj | 2 | 2 | 2.70
mux | 15 | 15 | 21.5
flops | 22 | 22 | 59.5
## worst max-delay path, stage by stage
cell             delay, ns
clkdlybuf4s50_1       0.48
nand2_1               0.07
or3_1                 0.38
buf_4                 0.18
mux2_4                0.29
## path summary, 6_finish.rpt
check | start | end | cells past startpoint
max in group asynchronous | reset | data_out[6] | 3
max | baud_tick | data_out[7] | 5
min in group clk0 | rx_shift[0] | data_out[0] | 1
max reg2reg | bit_cnt[0] | data_out[7] | 6
min reg2reg | rx_shift[0] | data_out[0] | 1
min | reset | data_out[0] | 3
## report_power, final
group / switching [mW] / leakage, nW / internal, mW
logic: 0.155 / 0.264 / 0.403
registers: 0.152 / 0.269 / 0.644
clock network: 0.135 / 0.0357 / 0.267
Power figures rest on the tool's default switching activity, not on a simulated workload.
